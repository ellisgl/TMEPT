## flow/config.mk

```make
export PLATFORM = sky130hd
export DESIGN_NAME = decode
export DESIGN_NICKNAME = decode
export VERILOG_FILES = /design/flow/design.v
export SDC_FILE = /design/flow/constraint.sdc
export NUM_CORES = 4
export LEC_CHECK = 1
export CORE_AREA = 10 10 90 90
export DIE_AREA = 0 0 100 100
```

## flow/constraint.sdc

```tcl
current_design decode

set clk_period 5.3
set clk_io_pct 0.2

create_clock -name clk0 -period $clk_period

set non_clock_inputs [all_inputs -no_clocks]
set_input_delay [expr $clk_period * $clk_io_pct] -clock clk0 $non_clock_inputs
set_output_delay [expr $clk_period * $clk_io_pct] -clock clk0 [all_outputs]
```

## flow/design.v

```verilog
module decode (
    input  wire [31:0] instr,         
    input  wire        instr_valid,   
    output reg  [1:0]  alu_group,     
    output reg  [5:0]  alu_op,        
    output reg  [3:0]  dst_addr,      
    output reg  [3:0]  src1_addr,     
    output reg  [3:0]  src2_addr,     
    output reg  [3:0]  jmp_addr,      
    output reg  [1:0]  mode,          
    output reg  [7:0]  imm,           
    output reg  [15:0] imm_wide,      
    output reg         reg_wr_en,     
    output reg         reg_wr_wide,   
    output reg         mem_rd_en,     
    output reg         mem_wr_en,     
    output reg         mar_wr_en,     
    output reg         mar_inc,       
    output reg         mar_dec,       
    output reg         is_branch,     
    output reg         is_compound,   
    output reg         uses_carry,    
    output reg         valid          
);
    wire [7:0] opcode   = instr[31:24];
    wire [1:0] w1_mode  = instr[23:22];
    wire [3:0] w1_dst   = instr[21:18];
    wire [3:0] w2_src1  = instr[15:12];
    wire [3:0] w2_src2  = instr[11:8];
    wire [7:0] w2_imm   = instr[15:8];
    wire [15:0] w12_addr = instr[23:8];
    wire [3:0] cp_src1  = instr[23:20];
    wire [3:0] cp_src2  = instr[19:16];
    wire [3:0] cp_dst   = instr[15:12];
    wire [3:0] cp_jmp   = instr[7:4];
    always @(*) begin
        alu_group    = 2'b00;
        alu_op       = {2'b0, 4'h0};
        dst_addr     = w1_dst;
        src1_addr    = w2_src1;
        src2_addr    = w2_src2;
        jmp_addr     = 4'h0;
        mode         = w1_mode;
        imm          = w2_imm;
        imm_wide     = w12_addr;
        reg_wr_en    = 1'b0;
        reg_wr_wide  = 1'b0;
        mem_rd_en    = 1'b0;
        mem_wr_en    = 1'b0;
        mar_wr_en    = 1'b0;
        mar_inc      = 1'b0;
        mar_dec      = 1'b0;
        is_branch    = 1'b0;
        is_compound  = 1'b0;
        uses_carry   = 1'b0;
        valid        = instr_valid;
        if (instr_valid) begin
            case (opcode)
                8'h00: begin alu_group = 2'b00; alu_op = {2'b0, 4'h0}; reg_wr_en = 1; end
                8'h01: begin alu_group = 2'b00; alu_op = {2'b0, 4'h1}; reg_wr_en = 1; uses_carry = 1; end
                8'h02: begin alu_group = 2'b00; alu_op = {2'b0, 4'h2}; reg_wr_en = 1; end
                8'h03: begin alu_group = 2'b00; alu_op = {2'b0, 4'h3}; reg_wr_en = 1; uses_carry = 1; end
                8'h04: begin alu_group = 2'b00; alu_op = {2'b0, 4'h4}; reg_wr_en = 1; end
                8'h05:  begin alu_group = 2'b00; alu_op = {2'b0, 4'h5};  reg_wr_en = 1; end
                8'h06: begin alu_group = 2'b00; alu_op = {2'b0, 4'h6}; reg_wr_en = 1; end
                8'h07: begin alu_group = 2'b00; alu_op = {2'b0, 4'h7}; reg_wr_en = 1; end
                8'h08: begin alu_group = 2'b00; alu_op = {2'b0, 4'h8}; reg_wr_en = 1; end
                8'h09: begin alu_group = 2'b00; alu_op = {2'b0, 4'h9}; reg_wr_en = 0; end  
                8'h0A: begin alu_group = 2'b01; alu_op = {3'b0, 3'h0}; reg_wr_en = 1; end
                8'h0B: begin alu_group = 2'b01; alu_op = {3'b0, 3'h1}; reg_wr_en = 1; end
                8'h0C: begin alu_group = 2'b01; alu_op = {3'b0, 3'h2}; reg_wr_en = 1; end
                8'h0D: begin alu_group = 2'b01; alu_op = {3'b0, 3'h3}; reg_wr_en = 1; end
                8'h0E: begin alu_group = 2'b01; alu_op = {3'b0, 3'h4}; reg_wr_en = 1; end
                8'h0F: begin alu_group = 2'b01; alu_op = {3'b0, 3'h5}; reg_wr_en = 1; end
                8'h10: begin alu_group = 2'b01; alu_op = {3'b0, 3'h6}; reg_wr_en = 1; end
                8'h11: begin alu_group = 2'b01; alu_op = {3'b0, 3'h7}; reg_wr_en = 1; end
                8'h12: begin alu_group = 2'b10; alu_op = {1'b0, 5'h00}; reg_wr_en = 1; end
                8'h13: begin alu_group = 2'b10; alu_op = {1'b0, 5'h01}; reg_wr_en = 1; end
                8'h14: begin alu_group = 2'b10; alu_op = {1'b0, 5'h02}; reg_wr_en = 1; end
                8'h15: begin alu_group = 2'b10; alu_op = {1'b0, 5'h03}; reg_wr_en = 1; end
                8'h16: begin alu_group = 2'b10; alu_op = {1'b0, 5'h04}; reg_wr_en = 1; end
                8'h17: begin alu_group = 2'b10; alu_op = {1'b0, 5'h05}; reg_wr_en = 1; end
                8'h18: begin alu_group = 2'b10; alu_op = {1'b0, 5'h06}; reg_wr_en = 1; end
                8'h19: begin alu_group = 2'b10; alu_op = {1'b0, 5'h07}; reg_wr_en = 1; end
                8'h1A: begin alu_group = 2'b10; alu_op = {1'b0, 5'h08}; reg_wr_en = 1; end
                8'h1B: begin alu_group = 2'b10; alu_op = {1'b0, 5'h09}; reg_wr_en = 1; end
                8'h1C: begin alu_group = 2'b10; alu_op = {1'b0, 5'h0A}; reg_wr_en = 1; end
                8'h1D: begin alu_group = 2'b10; alu_op = {1'b0, 5'h0B}; reg_wr_en = 1; end
                8'h1E: begin alu_group = 2'b10; alu_op = {1'b0, 5'h0C}; reg_wr_en = 1; end
                8'h1F: begin alu_group = 2'b10; alu_op = {1'b0, 5'h0D}; reg_wr_en = 1; end
                8'h20: begin alu_group = 2'b10; alu_op = {1'b0, 5'h0E}; reg_wr_en = 1; end
                8'h21: begin alu_group = 2'b10; alu_op = {1'b0, 5'h0F}; reg_wr_en = 1; end
                8'h22: begin alu_group = 2'b10; alu_op = {1'b0, 5'h10}; reg_wr_en = 1; end
                8'h23: begin alu_group = 2'b10; alu_op = {1'b0, 5'h11}; reg_wr_en = 1; end
                8'h24: begin alu_group = 2'b10; alu_op = {1'b0, 5'h12}; reg_wr_en = 1; end
                8'h25: begin alu_group = 2'b10; alu_op = {1'b0, 5'h13}; reg_wr_en = 1; end
                8'h26: begin is_branch = 1; src1_addr = w1_dst; alu_group = 2'b11; end
                8'h27: begin is_branch = 1; src1_addr = w1_dst; alu_group = 2'b11; end
                8'h28: begin is_branch = 1; src1_addr = w1_dst; alu_group = 2'b11; end
                8'h29: begin is_branch = 1; src1_addr = w1_dst; alu_group = 2'b11; end
                8'h2A: begin is_branch = 1; src1_addr = w1_dst; alu_group = 2'b11; end
                8'h2B: begin is_branch = 1; src1_addr = w1_dst; alu_group = 2'b11; end
                8'h2C: begin is_branch = 1; src1_addr = w1_dst; alu_group = 2'b11; end
                8'h38: begin is_branch = 1; src1_addr = w1_dst; alu_group = 2'b11; end
                8'h39: begin is_branch = 1; src1_addr = w1_dst; alu_group = 2'b11; end
                8'h3A: begin is_branch = 1; src1_addr = w1_dst; alu_group = 2'b11; end
                8'h2D: begin
                    alu_group = 2'b11;
                    reg_wr_en = 1;
                    mem_rd_en = (w1_mode == 2'b11);
                end
                8'h2E: begin
                    alu_group = 2'b11;
                    mar_wr_en = 1;
                    imm_wide  = w12_addr;
                end
                8'h2F: begin
                    alu_group = 2'b11;
                    mar_wr_en = 1;
                    src1_addr = w1_dst;  
                end
                8'h30: begin
                    alu_group = 2'b11;
                    mem_rd_en = 1;
                    reg_wr_en = 1;
                end
                8'h31: begin
                    alu_group = 2'b11;
                    mem_wr_en = 1;
                    src1_addr = w1_dst;  
                end
                8'h32: begin alu_group = 2'b11; mar_inc = 1; end
                8'h33: begin alu_group = 2'b11; mar_dec = 1; end
                8'h34: begin
                    alu_group   = 2'b00;
                    alu_op      = {2'b0, 4'h0};
                    src1_addr   = cp_src1;
                    src2_addr   = cp_src2;
                    dst_addr    = cp_dst;
                    jmp_addr    = cp_jmp;
                    reg_wr_en   = 1;
                    is_branch   = 1;
                    is_compound = 1;
                end
                8'h35: begin
                    alu_group   = 2'b00;
                    alu_op      = {2'b0, 4'h2};
                    src1_addr   = cp_src1;  
                    dst_addr    = cp_src1;  
                    jmp_addr    = cp_jmp;
                    reg_wr_en   = 1;
                    is_branch   = 1;
                    is_compound = 1;
                end
                8'h36: begin
                    alu_group   = 2'b00;
                    alu_op      = {2'b0, 4'h2};
                    src1_addr   = cp_src1;
                    src2_addr   = cp_src2;
                    dst_addr    = cp_dst;
                    jmp_addr    = cp_jmp;
                    reg_wr_en   = 1;
                    is_branch   = 1;
                    is_compound = 1;
                end
                8'h37: begin
                    alu_group   = 2'b00;
                    alu_op      = {2'b0, 4'h2};
                    src1_addr   = cp_src1;
                    src2_addr   = cp_src2;
                    dst_addr    = cp_dst;
                    jmp_addr    = cp_jmp;
                    reg_wr_en   = 1;
                    is_branch   = 1;
                    is_compound = 1;
                end
                8'h3B: begin
                    alu_group = 2'b11;
                    src1_addr = w1_dst;  
                end
                8'h3C: begin
                    alu_group  = 2'b11;
                    dst_addr   = w1_dst;  
                    reg_wr_en  = 1;
                    reg_wr_wide = 1;     
                end
                8'h3D: begin
                    alu_group = 2'b11;
                    src1_addr = w1_dst;  
                    is_branch = 1;
                end
                8'h3E: begin
                    alu_group = 2'b11;
                    is_branch = 1;
                end
                default: begin
                    valid = 1'b0;  
                end
            endcase
        end
    end
endmodule
```

## flow/run.sh

```bash
#!/bin/bash
# OpenROAD 26Q1-2900-gdf79404cd8, Yosys 0.63+post, stock flow scripts
make -C /OpenROAD-flow-scripts/flow DESIGN_CONFIG=/design/flow/config.mk WORK_HOME=/design/flow/orfs finish
```

==> CHANGELOG.md <==
### Physical design

- Status: complete, no violations
- Total Routing Usage GR: a little under an eighth
- Hold Buf Count CTS: 0
- Setup WS pre-CTS: approximately 0.42 ns
- I/O pins: 94
- Seq cells: 0
- GPL Wtd Cong: 0.912
- Yosys Chip Area: 1380 sq um
- DRT Wirelength: 6.02 mm
- Row count: 29
- Worst-Margin Slew: roughly 0.62 ns
- Most used logic cell in the final layout: clkdlybuf4s50_1
- Total gr overflow: 0
- Met3 wire length: 937 um
- Highest Signal Layer: met4
- Final Hold Vio Count: 0
- Most frequent cells in the layout: 89 x clkdlybuf4s50_1, 22 x nor2_1, 20 x a21oi_1, 18 x o21ai_0, 12 x buf_4
- Min-Delay Path Class: in -> out
- Chip area: approximately 10000 sq um
- Storage cell area: 0 sq um
- Sequential-to-total area share from yosys stat: 0%
- Clock buffers: 0
- Hold WS: ~3.0 ns
- Die width: 100 um
- Wire length on met2: 2.52 mm
- First-pass DRT Iterations: 4
- Vias in the first global route: ~1900
- Final setup viols: 0
- Via count: 1856
- Total core area: 6280 sq um
- WS Path Type: in -> out
- Init Core Util: 22.0%
- Final Critical Period: approximately 4.9 ns
- Wire per inst: 17.0 um
- Metal-1 WL: 2.50 mm
- Slew Viols, Final: 0
- Max-cap violations: 0
- Log Warnings: 36
- Cell type with the largest total area: buf_4
- Area delta synth->final: 56.7%
- Post-CTS Setup Inserts: 0
- PwrDens: 60.5 nW/um^2
- Yosys warnings: 1
- Initial antenna violation count: 0
- Inst Count DP: approximately 350
- DRT antenna net count: 0
- Global-route wire length before repair: 9.72 mm
- P_leak: 0.000739 uW
- First-iteration detailed-routing DRC count: between 150 and 200
- Die Height: 100 um
- I/O Buffers: 89
- DRC: 0
- Post-DP HPWL: around 4.8 mm
- WP data arrival: 3.80 ns
- CP Launch Type: input port
- Cts repair resizes: 0
- Yosys cell count: around 230
- Sum Neg Setup Slack: 0 ns
- Antenna fix cells: 0
- Crit path DRT: 4.24 ns
- Main area contributors: buf_4 15%, a21oi_1 7.2%, o21ai_0 6.5%, nor2_1 6.0%, a32oi_1 4.4%
- Mapped Area: ~1400 sq um
- Period utilization: 91.7%
- Synthesized instance count: about 230
- Setup repair after global routing missed its margin: false
- Non-Filler Instances: 354
- VDD IR-drop max: between 20 and 30 uV
- Max Clock Freq: 206 MHz
- Distinct cells, synth: 53
- Relative slew slack: 58.5%
- Final worst-path setup slack: between 0.4 and 0.5 ns
- Crit-path max FO: 9
- Largest net degree at the start of global routing: 21
- Synth Area per Inst: 6.14 sq um
- Vias per cell: ~5.2
- Top cell area share: 14.7%
- Crit. End Element: output pin
- Layout cells sized above 1: 8.30%
==> metal layers <==
layer | up-vias | global-route usage (%)
met3 | 6 | 6.94
met5 | - | 0
met4 | 0 | 1.74
met1 | 837 | 14.2
li1 | 910 | -
met2 | 103 | 17.2
==> area by class of cell <==
class | instances | area (sq um)
Fill cell | 664 | 4110
Tap cell | 77 | 96.3
Multi-Input combinational cell | 168 | 1060
Inverter | 8 | 30.0
Timing Repair Buffer | 101 | 981
==> per-stage QoR <==
stage	cell area (sq um)	util (%)	power, uW
after floorplan	1380	-	65.0
after global placement	2170	34.5	132
after detailed placement	2170	34.5	131
after CTS	2170	34.5	132
after global routing	2170	34.5	145
final	2170	34.5	131
==> Yosys cell counts (2+ instances only) <==
library cell / number
o21ai_0: 18
clkbuf_1: 14
inv_1: 8
o211ai_1: 3
a21o_1: 5
a221oi_1: 2
o2111ai_1: 2
or3_1: 2
nor2b_1: 4
buf_2: 6
nor2_1: 22
nor3_1: 7
nor4_1: 6
a31oi_1: 2
nor2_2: 2
mux2_2: 4
o22ai_1: 3
o31ai_1: 2
a32oi_1: 7
o21a_1: 2
or4b_1: 2
buf_1: 2
and2_1: 7
a21oi_1: 20
buf_4: 27
nand2b_1: 3
nand2_1: 9
nand3_1: 7
nand4_1: 2
or2_2: 2
==> cells by family after synthesis <==
| logic type | after synthesis | share of synthesized area [%] |
|---|---|---|
| multiplexers | 5 | 3.98 |
| AND-OR/OR-AND | 77 | 38.8 |
| AND/OR/NAND/NOR | 83 | 32.3 |
| other | 1 | 0.271 |
| XOR/XNOR | 2 | 1.27 |
| buffers and inverters | 57 | 23.3 |
==> worst max-delay path, cell delays in order <==
cell,delay (ns)
clkdlybuf4s50_1,0.51
or4b_1,0.73
o32a_4,0.43
o32ai_4,0.18
nor2_2,0.08
a221oi_1,0.28
clkdlybuf4s50_1,0.52
==> path summary, 6_finish.rpt <==
path	cells after the start	start	slack, ns	end
worst max-delay path	7	instr[29]	0.44	alu_op[2]
worst min-delay path	2	instr[17]	2.96	imm_wide[9]
==> power breakdown <==
group,switching [uW],internal (uW)
sequential,0,0
clock,0,0
combinational,58.1,72.9
Power figures rest on the tool's default switching activity, not on a simulated workload.
