==> ./config.mk <==
export PLATFORM = sky130hd
export DESIGN_NAME = alu_bitmanip
export DESIGN_NICKNAME = alu_bitmanip
export VERILOG_FILES = /design/flow/design.v
export SDC_FILE = /design/flow/constraint.sdc
export NUM_CORES = 4
export LEC_CHECK = 1
export CORE_AREA = 10 10 78 78
export DIE_AREA = 0 0 88 88
==> ./constraint.sdc <==
current_design alu_bitmanip

set clk_period 4.4
set clk_io_pct 0.2

create_clock -name clk0 -period $clk_period

set non_clock_inputs [all_inputs -no_clocks]
set_input_delay [expr $clk_period * $clk_io_pct] -clock clk0 $non_clock_inputs
set_output_delay [expr $clk_period * $clk_io_pct] -clock clk0 [all_outputs]
==> ./design.v <==
module alu_bitmanip (
    input  wire [7:0] operand_a,     
    input  wire [4:0] alu_op,        
    output reg  [7:0] result,        
    output wire       flag_z,        
    output wire       flag_n         
);
    wire b0 = operand_a[0];
    wire b1 = operand_a[1];
    wire b2 = operand_a[2];
    wire b3 = operand_a[3];
    wire b4 = operand_a[4];
    wire b5 = operand_a[5];
    wire b6 = operand_a[6];
    wire b7 = operand_a[7];
    wire [7:0] inv_INV = {~b7, ~b6, ~b5, ~b4, ~b3, ~b2, ~b1, ~b0};
    wire [7:0] inv_INH = {~b7, ~b6, ~b5, ~b4, b3,   b2,   b1,   b0  };
    wire [7:0] inv_INL = {b7,   b6,   b5,   b4,   ~b3, ~b2, ~b1, ~b0};
    wire [7:0] inv_INE = {~b7, b6,   ~b5, b4,   ~b3, b2,   ~b1, b0  };
    wire [7:0] inv_INO = {b7,   ~b6, b5,   ~b4, b3,   ~b2, b1,   ~b0};
    wire [7:0] inv_IEH = {~b7, b6,   ~b5, b4,   b3,   b2,   b1,   b0  };
    wire [7:0] inv_IOH = {b7,   ~b6, b5,   ~b4, b3,   b2,   b1,   b0  };
    wire [7:0] inv_IEL = {b7,   b6,   b5,   b4,   ~b3, b2,   ~b1, b0  };
    wire [7:0] inv_IOL = {b7,   b6,   b5,   b4,   b3,   ~b2, b1,   ~b0};
    wire [7:0] inv_IFB = {b7,   b6,   b5,   b4,   b3,   b2,   b1,   ~b0};
    wire [7:0] inv_ILB = {~b7, b6,   b5,   b4,   b3,   b2,   b1,   b0  };
    wire [7:0] perm_REV = {b0, b1, b2, b3, b4, b5, b6, b7};
    wire [7:0] perm_RVL = {b7, b6, b5, b4, b0, b1, b2, b3};
    wire [7:0] perm_RVH = {b4, b5, b6, b7, b3, b2, b1, b0};
    wire [7:0] perm_RVE = {b1, b6, b3, b4, b5, b2, b7, b0};
    wire [7:0] perm_RVO = {b7, b0, b5, b2, b3, b4, b1, b6};
    wire [7:0] perm_RLE = {b7, b6, b5, b4, b1, b2, b3, b0};
    wire [7:0] perm_RHE = {b5, b6, b7, b4, b3, b2, b1, b0};
    wire [7:0] perm_RLO = {b7, b6, b5, b4, b3, b0, b1, b2};
    wire [7:0] perm_RHO = {b7, b4, b5, b6, b3, b2, b1, b0};
    always @(*) begin
        case (alu_op)
            5'h00: result = inv_INV;
            5'h01: result = inv_INH;
            5'h02: result = inv_INL;
            5'h03: result = inv_INE;
            5'h04: result = inv_INO;
            5'h05: result = inv_IEH;
            5'h06: result = inv_IOH;
            5'h07: result = inv_IEL;
            5'h08: result = inv_IOL;
            5'h09: result = inv_IFB;
            5'h0A: result = inv_ILB;
            5'h0B: result = perm_REV;
            5'h0C: result = perm_RVL;
            5'h0D: result = perm_RVH;
            5'h0E: result = perm_RVE;
            5'h0F: result = perm_RVO;
            5'h10: result = perm_RLE;
            5'h11: result = perm_RHE;
            5'h12: result = perm_RLO;
            5'h13: result = perm_RHO;
            default: result = operand_a;  
        endcase
    end
    assign flag_z = (result == 8'b0);
    assign flag_n =  result[7];
endmodule
==> ./run.sh <==
#!/bin/bash
# OpenROAD 26Q1-2900-gdf79404cd8, Yosys 0.63+post, stock flow scripts
make -C /OpenROAD-flow-scripts/flow DESIGN_CONFIG=/design/flow/config.mk WORK_HOME=/design/flow/orfs finish
==> notes.md <==
Summary of the current implementation state.

- STA classifies the critical path endpoint as a primary output.
- After synthesis, the most frequently instantiated cells are sky130_fd_sc_hd__a21oi_1, sky130_fd_sc_hd__nor2_1, sky130_fd_sc_hd__buf_2, sky130_fd_sc_hd__nor2b_1, sky130_fd_sc_hd__nand3_1.
- The post-synthesis cell count from yosys is 159, for reference.
- The mean routed wirelength per cell is roughly 16 um, for reference.
- The timing report attributes the biggest portion of critical-path delay to buffers and inverters.
- The required time at the worst endpoint is listed as 3520 ps.
- The Yosys chip area is approximately 990 um^2, for reference.
- The synthesized area divided by synthesized cell count is approximately 6.2 um^2, for reference.
- For this configuration, the core starts out at a cell density of 22.39%.
- The clock period could shrink to 4270 ps.
- The run finished with clean final reports.
- The height of the die is 88 um, for reference.
- The worst-margin pin slew is 436.8 ps, for reference.
- The via-per-instance ratio is 5.775, for reference.
- The storage element area is 0 um^2, for reference.
- The placeable core region is 4414 um^2, for reference.
- The maximum resistive drop on vdd is 0.00004751 V, for reference.
- The max-cap check violation count is 0, for reference.
- The total die size is 7744 um^2, for reference.
- The area of the mapped netlist is 988.4 um^2, for reference.
- The maximum number of pins on one net before global-route repair is 27, for reference.
- Among all cell types in the netlist, the one instantiated most often is sky130_fd_sc_hd__a21oi_1.
- The area share of the largest cell type after synthesis is 6.582%, for reference.
- The overall power after layout is 0.1351 mW, for reference.
- The clock tree buffer count of the final layout is 0, for reference.
- The final cycle utilization of the critical path is 97.04%, for reference.
- The count of unique library cells instantiated by Yosys is 48, for reference.
- The number of global-route vias before repair came to 1,272.
- The final route contains 1,311 vias.
- The final setup TNS is 0 ps, for reference.
- 0 antenna diodes ended up in the layout.
- The most numerous cell type found on the critical path is sky130_fd_sc_hd__clkdlybuf4s50_1.
- The main area contributors are sky130_fd_sc_hd__a21oi_1, sky130_fd_sc_hd__nor2b_1, sky130_fd_sc_hd__buf_2.
- The aggregate global-route resource usage is 9.569%, for reference.
- The final non-filler cell area is 1344 um^2, for reference.
- The number of antenna violations at the first check in global routing came to 0.
- The kind of start point of the critical path is an input port, for reference.
- Detailed placement finished with a half-perimeter wire length of 2.745 mm.
- The buffer-and-inverter tally for the worst setup path is 3, for reference.
- The final weighted congestion recorded by global placement is 0.9421.
- Data arrives at the worst endpoint at 3390 ps.
- The number of I/O pins is 23, for reference.
- The last timing report of the flow puts the setup violation total at 0.
- Across all stage logs, warnings added up to 32.
- The number of gates on the worst path with buffers counted is 9, for reference.
- The biggest fanout along the worst timing path is 26, for reference.
- The number of nets with antenna violations after detailed routing is 0, for reference.
- The placed instances occupy a cell area of 1319 um^2.
- The wire length of the first global-routing pass is 6.244 mm, for reference.
- The class of the tightest hold or removal check is input port to primary output, for reference.
- Setup slack closes at 130.2 ps.
- For this run, the slowest stage of the critical path takes between 400 and 500 ps.
- The static leakage is ~0.47 nW, for reference.
- The worst relative slew slack is 70.88%, for reference.
- The largest total area in the synthesized netlist belongs to sky130_fd_sc_hd__a21oi_1.
- The maximum clock frequency is 0.2342 GHz, for reference.
- The final max-slew violation count recorded for this run is 0.
- For this run the aggregate overflow at the end of global routing stands at 0.
- The source of the critical timing path is alu_op[4], for reference.
- The share of layout cells above drive strength 1 is 12.00%, for reference.
- The placement report lists the number of port buffers as 23.
- The slowest library cell on the worst path is sky130_fd_sc_hd__clkdlybuf4s50_1, for reference.
- Traced cell by cell, the critical path runs through clkdlybuf4s50_1 -> buf_12 -> nor2_1 -> mux2i_1 -> a21boi_1 -> a2111o_1 -> nor4_1 -> and4bb_1 -> clkdlybuf4s50_1.
- Counting the warning lines in the Yosys log gives 1.
- The part of the Yosys area used for sequential elements is 0%, for reference.
- At the placement stage, the worst setup path has a slack of 10.55 ps.
- By startpoint and endpoint, the worst setup path is classified as input port to primary output.
- The endpoint of the worst setup timing path is flag_z, for reference.
- The power density of the placed cells is 100.5 nW/um^2, for reference.
- Relative to the synthesized area, the layout overhead comes to 35.95%.
- The number of flip-flops and latches is 0, for reference.
- The first detailed-routing pass ran for 4 iterations.
- Per the detail_route report, DRC violations left total 0.
- For this block, the routed nets add up to 3.669 mm of wire.
- The violation tally recorded at the end of detailed-routing iteration 0 is 141.
- The total number of placement rows is 24, for reference.
- The horizontal die dimension reported for this design is 88 um.
- Synthesis handed over a netlist of 159 instances.
- The final tally of hold violations is 0, for reference.
stage by stage:
stage / hold WS (ps) / std cells / util [%]
after global placement: 2989 / 227 / 29.88
after global routing: 2905 / 227 / 30.44
after CTS: 2994 / 227 / 29.85
final: 2829 / 227 / 30.44
after floorplan: 1858 / 159 / -
after detailed placement: 2988 / 227 / 29.88
timing repair:
action | CTS | global route
resized | 1 | 7
endpoints found under the setup margin | 1 | 1
setup buffers | 0 | 0
hold buffers | 0 | 0
power breakdown:
| part | switching, mW | internal [mW] |
|---|---|---|
| Sequential | 0 | 0 |
| Clock | 0 | 0 |
| Combinational | 0.0661 | 0.0689 |
kinds of logic (layout without fill, tap and decap cells):
family / Yosys count / count (layout) / synth area share [%]
mux: 6 / 6 / 7.595
simple gates: 75 / 75 / 43.16
compound gates: 52 / 52 / 36.46
buf+inv: 25 / 41 / 11.90
xor+xnor: 1 / 1 / 0.8862
routing by layer:
metal  GRT usage (%)  share of wire (%)  vias up
met4          0.5797                  0        0
li1                -                  -      641
met1           13.62                 45      616
met2           14.62                 45       54
met5               0                  0        -
met3           2.713                 10        0
worst min-delay path by stage:
stage | start | to | slack, ps | cells past startpoint
4_1_cts | operand_a[0] | result[0] | 2990 | 4
5_1_grt | alu_op[1] | result[7] | 2900 | 5
6_report | alu_op[2] | result[2] | 2830 | 5
area by class of cell:
cell class / instances / area [um^2]
timing repair buffer: 39 / 391.6
tap: 52 / 65.06
inverter: 2 / 7.507
multi-input combinational: 134 / 879.6
fill: 474 / 3070
tightest hold or removal path, stage by stage:
cell and delay (ps):
sky130_fd_sc_hd__dlymetal6s2s_1 180, sky130_fd_sc_hd__buf_12 180, sky130_fd_sc_hd__o21ai_1 80, sky130_fd_sc_hd__a221o_1 160, sky130_fd_sc_hd__clkdlybuf4s50_1 460
layout by cell type, fill, tap and decap left out, drive strengths merged, types with 2 or more instances in the layout:
| master | netlist | layout |
|---|---|---|
| clkdlybuf4s50 | 0 | 20 |
| buf | 17 | 16 |
| a21oi | 13 | 13 |
| nor2 | 12 | 12 |
| nor2b | 10 | 10 |
| nand3 | 9 | 9 |
| nand4 | 8 | 8 |
| nand2b | 8 | 8 |
| nand2 | 7 | 7 |
| nor3 | 6 | 6 |
| o21ai | 6 | 6 |
| o211ai | 5 | 5 |
| a31oi | 5 | 5 |
| a32oi | 4 | 4 |
| mux2i | 4 | 4 |
| nor3b | 2 | 2 |
| a2111o | 2 | 2 |
| inv | 2 | 2 |
| a22oi | 2 | 2 |
| and2 | 2 | 2 |
| nand4b | 2 | 2 |
| mux2 | 2 | 2 |
| o22ai | 2 | 2 |
| a211oi | 2 | 2 |
| or3 | 2 | 2 |
| nor4 | 2 | 2 |
| dlymetal6s2s | 0 | 2 |
| a21boi | 2 | 2 |
Power figures rest on the tool's default switching activity, not on a simulated workload.
