--- flow/run.sh ---
#!/bin/bash
# OpenROAD 26Q1-2900-gdf79404cd8, Yosys 0.63+post, stock flow scripts
make -C /OpenROAD-flow-scripts/flow DESIGN_CONFIG=/design/flow/config.mk WORK_HOME=/design/flow/orfs finish
--- flow/config.mk ---
export PLATFORM = sky130hd
export DESIGN_NAME = reg_file
export DESIGN_NICKNAME = reg_file
export VERILOG_FILES = /design/flow/design.v
export SDC_FILE = /design/flow/constraint.sdc
export NUM_CORES = 4
export LEC_CHECK = 1
export CORE_UTILIZATION = 30
--- flow/constraint.sdc ---
current_design reg_file

set clk_period 4.0
set clk_io_pct 0.2

create_clock -name clk0 -period $clk_period [get_ports {clk}]

set non_clock_inputs [all_inputs -no_clocks]
set_input_delay [expr $clk_period * $clk_io_pct] -clock clk0 $non_clock_inputs
set_output_delay [expr $clk_period * $clk_io_pct] -clock clk0 [all_outputs]
--- flow/design.v ---
module reg_file (
    input  wire        clk,
    input  wire        rst_n,
    input  wire [3:0]  rd_addr0,
    output wire [15:0] rd_data0,
    input  wire [3:0]  rd_addr1,
    output wire [15:0] rd_data1,
    input  wire [3:0]  rd_addr2,
    output wire [15:0] rd_data2,
    input  wire [3:0]  rd_addr3,
    output wire [15:0] rd_data3,
    input  wire        wr_a_en,
    input  wire [3:0]  wr_a_addr,
    input  wire [7:0]  wr_a_data,
    input  wire        wr_a_wide,
    input  wire [15:0] wr_a_data_wide,
    input  wire        wr_b_en,
    input  wire [3:0]  wr_b_addr,
    input  wire [7:0]  wr_b_data,
    input  wire        wr_b_wide,
    input  wire [15:0] wr_b_data_wide
);
    reg [15:0] regs [1:15];  
    assign rd_data0 = (rd_addr0 == 4'h0) ? 16'h0000 : regs[rd_addr0];
    assign rd_data1 = (rd_addr1 == 4'h0) ? 16'h0000 : regs[rd_addr1];
    assign rd_data2 = (rd_addr2 == 4'h0) ? 16'h0000 : regs[rd_addr2];
    assign rd_data3 = (rd_addr3 == 4'h0) ? 16'h0000 : regs[rd_addr3];
    always @(posedge clk or negedge rst_n) begin
        if (!rst_n) begin
            regs[1]  <= 16'h0000; regs[2]  <= 16'h0000;
            regs[3]  <= 16'h0000; regs[4]  <= 16'h0000;
            regs[5]  <= 16'h0000; regs[6]  <= 16'h0000;
            regs[7]  <= 16'h0000; regs[8]  <= 16'h0000;
            regs[9]  <= 16'h0000; regs[10] <= 16'h0000;
            regs[11] <= 16'h0000; regs[12] <= 16'h0000;
            regs[13] <= 16'h0000; regs[14] <= 16'h0000;
            regs[15] <= 16'h0000;
        end else begin
            if (wr_b_en && wr_b_addr != 4'h0) begin
                if (wr_b_wide)
                    regs[wr_b_addr] <= wr_b_data_wide;
                else
                    regs[wr_b_addr] <= {regs[wr_b_addr][15:8], wr_b_data};
            end
            if (wr_a_en && wr_a_addr != 4'h0) begin
                if (wr_a_wide)
                    regs[wr_a_addr] <= wr_a_data_wide;
                else
                    regs[wr_a_addr] <= {regs[wr_a_addr][15:8], wr_a_data};
            end
        end
    end
endmodule
==> flow_metrics.env <==
# physical design summary
export IMPL_internal_power_w=0.00640
export IMPL_sw_frac_of_total_pct=46.9
export IMPL_ys_chip_area_mm2=0.0201
export IMPL_clkPwrFrac_pct=23.0
export IMPL_final_setup_tns_ns=0
export IMPL_max_stage_delay_ns=0.56
export IMPL_finalCritPeriodShare_pct=99.4
export IMPL_preCtsSetupSlack_ns=-0.296
export IMPL_totalWireLength_um=150000
export IMPL_top_layer="met5"
export IMPL_hold_viol_final=0
export IMPL_clk_pin_slew_ns=0.07
export IMPL_most_common_cell="a21oi_1"
export IMPL_cp_required_ns=3.20
export IMPL_via_per_inst=7.31
export IMPL_rows=94
export IMPL_timing_final_max_slew_violations=0
export IMPL_p_comb_share_pct=29.4
export IMPL_port_buffer_count=141
export IMPL_crit_path_start="rd_addr3[0]"
export IMPL_synth_async_reset_ratio_pct=97.2
export IMPL_dp_cells=3583
export IMPL_grt_pass1_wl_um=202000
export IMPL_setup_violations=0
export IMPL_initialDrtViolationCount=4672
export IMPL_fmax_mhz=252
export IMPL_insertion_delay_ns=0.62
export IMPL_topCellsByArea="dfrtp_1, a22oi_1, a21oi_1, nand2_1, o21ai_0"
export IMPL_num_vias=26692
export IMPL_grt_pass1_vias=24565
export IMPL_cts_tree="yes"
export IMPL_fin_ws_ns=0.0257
export IMPL_reg_top3="regs (247)"
export IMPL_core_region_area_mm2=0.0661
export IMPL_drtAntennaViolNets=0
export IMPL_drv_cap=0
export IMPL_finalWeightedCongestion=1.10
export IMPL_fp_util_pct=30.4
export IMPL_cts_htree_levels=1
export IMPL_ios=142
export IMPL_cts_buffer_depth=3
export IMPL_yosys_area_top_type_share_pct=29.9
export IMPL_crit_type="primary input to output port"
export IMPL_wl_met3_um=26600
export IMPL_drive_above_1_share_pct=18.8
export IMPL_status="finished clean"
export IMPL_die_area_mm2=0.0681
export IMPL_worstSetupStartpointType="primary input"
export IMPL_grt_max_degree=110
export IMPL_largest_area_cell="dfrtp_1"
export IMPL_pwr_density_cell_mw_per_mm2=460
export IMPL_rsz0062_at_grt="no"
export IMPL_detail_route_wl_per_cell_um=41.1
export IMPL_cp_common_cell="clkdlybuf4s50_1"
export IMPL_synthFlopType="dfrtp_1"
export IMPL_yosysUniqueCellTypes=90
export IMPL_holdBufCountCts=0
export IMPL_utilization_pct=39.6
export IMPL_synth_warnings=2
export IMPL_seqPwrFrac_pct=47.6
export IMPL_overflow=0
export IMPL_largest_reg_flops=247
export IMPL_fin_hold_ws_ns=0.102
export IMPL_crit_chain="clkdlybuf4s50_1 > nand2_2 > nor2_1 > buf_12 > a22oi_1 > and4_1 > a31oi_1 > buf_4 > clkdlybuf4s50_1"
export IMPL_cts_buffers=31
export IMPL_syn_area_mm2=0.0201
export IMPL_switchingPower_w=0.00564
export IMPL_wl_met2_um=56400
export IMPL_synth_flops=247
export IMPL_fin_cells=3650
export IMPL_peakVddDrop_mv=0.388
export IMPL_warnings=29
export IMPL_slew_headroom_pct=43.6
export IMPL_synth_area_per_cell_um2=8.00
export IMPL_p_leak_nw=9.62
export IMPL_fp_dieW_um=261
export IMPL_area_growth_pct=30.0
export IMPL_place_hpwl_um=101000
export IMPL_synthTopCellsByCount="a21oi_1, nand2_1, a22oi_1, dfrtp_1, o21ai_0"
export IMPL_grt_util_all_layers_pct=44.1
export IMPL_crit_slowest_cell="clkdlybuf4s50_1"
export IMPL_hold_path_class="primary input to asynchronous set/reset pin"
export IMPL_dr_pass1_iters=31
export IMPL_yosysCellCount=2516
export IMPL_ys_seq_share_pct=30.9
export IMPL_edf_count=7
export IMPL_r2r_start="regs[12][14]$_DFF_PN0_"
export IMPL_clock_root_buffer="clkbuf_16"
export IMPL_antenna_found_initial=5
export IMPL_clock_sinks=247
export IMPL_end_kind="output port"
export IMPL_largest_register="regs"
export IMPL_synthesis_instances=2516
export IMPL_drc=0
export IMPL_layout_min_cycle_time_ns=3.97
export IMPL_skew_ns=0.0192
export IMPL_cp_max_fo=16
export IMPL_tightest_slew_ns=0.846
export IMPL_met1_length_um=56200
export IMPL_fp_dieH_um=261
export IMPL_arrival_ns=3.17
==> kinds of logic (layout without fill, tap and decap cells) <==
| kind of cell | Yosys count | in the layout | synth area share, % |
|---|---|---|---|
| and+or+nand+nor | 695 | 695 | 16.6 |
| muxes | 75 | 75 | 3.99 |
| buffers and inverters | 275 | 542 | 6.49 |
| AOI/OAI and AO/OA | 1224 | 1224 | 42.0 |
| other | 0 | 3 | 0 |
| DFF | 247 | 247 | 30.9 |
==> critical path, delay by kind of cell <==
kind,cells,cell delay [ns]
buffers and inverters,4,1.46
AND-OR/OR-AND,2,0.34
AND/OR/NAND/NOR,3,0.56
==> stage by stage <==
step	area (um^2)	total power, W
2_1_floorplan	20100	0.00585
3_3_place_gp	24700	0.00880
3_5_place_dp	24700	0.00876
4_1_cts	25800	0.0115
5_1_grt	26100	0.0122
6_report	26200	0.0120
==> timing repair <==
item | 4_1_cts | 5_1_grt
endpoints found under the setup margin | 38 | 48
gates cloned | 0 | 3
buffers inserted | 1 | 10
pin swaps | 1 | 9
gates resized | 29 | 66
==> path summary, 6_finish.rpt <==
path / endpoint / slack, ns / cells past startpoint
max reg2reg: regs[3][14]$_DFF_PN0_ / 1.52 / 7
max: rd_data3[7] / 0.03 / 9
min in group clk0: regs[0][14]$_DFFE_PP_ / 0.48 / 0
min reg2reg: regs[0][14]$_DFFE_PP_ / 0.48 / 0
max in group asynchronous: regs[3][3]$_DFF_PN0_ / 2.81 / 2
min: regs[1][9]$_DFF_PN0_ / 0.10 / 1
==> per-layer routing <==
layer	GRT usage (%)	vias up
li1	-	10410
met1	58.0	12895
met2	56.5	2695
met3	26.5	684
met4	21.4	8
met5	3.19	-
==> power by group through the flow <==
stage	sequential (W)	combinational, W	clock [W]
finish	0.00573	0.00353	0.00277
global route	0.00555	0.00377	0.00286
CTS	0.00538	0.00339	0.00276
==> cell type report <==
type	count	area (um^2)
Fill cell	6494	39900
Multi-Input combinational cell	1994	13100
Sequential cell	247	6220
Timing Repair Buffer	469	4770
Tap cell	864	1080
Clock buffer	41	855
Inverter	23	86.3
Clock inverter	9	81.3
Antenna cell	3	7.51
==> cell usage in the layout (no fill, tap or decap), types with 9 or more instances in the layout <==
cell type,n
buf_12,65
buf_4,253
nand4_1,25
a31oi_1,48
nand3_1,63
or3_1,9
inv_1,23
a222oi_1,65
a22o_1,47
nor3_2,17
clkbuf_16,35
nor2b_1,15
mux2i_1,54
clkdlybuf4s50_1,119
nor2_1,120
a21oi_1,298
o21ai_0,189
a221oi_1,47
o22ai_1,9
and3_1,11
nand2b_1,15
dlymetal6s2s_1,13
and4_1,40
a22oi_2,11
nor3_4,10
nor2_2,28
o21a_1,40
dfrtp_1,240
nor3_1,10
mux2_2,16
o211ai_1,120
nand2_1,269
nand2b_4,11
a22oi_1,270
Power is estimated from default activity; no workload was simulated.
